`/design/flow/design.v`:
```
`timescale 1ns / 1ps
module vendingmachine(
    input [2:0] x,
    input rst,
    input clk,
    output reg [2:0] change,
    output reg [1:0] drink
    );
	reg current;
	always @(posedge clk) begin
		if (rst) 
		begin
			current <= 0;
			change = 3'b000;
			drink = 2'b00;
		end
		else case (current)
			0:
				if (x == 3'b000) 
				begin
					current <= 0;
					change = 3'b000;
					drink = 2'b00;
				end
				else if (x == 3'b001) 
				begin
					current <= 1;
					change = 3'b000;
					drink = 2'b00;
				end
				else if (x == 3'b010)
				begin
					current <= 0;
					change = 3'b000;
					drink = 2'b01;
				end
				else
				begin
					current <= 0;
					change = 3'b001;
					drink = 2'b10;
				end
			1:
				if (x == 3'b000) 
				begin
					current <= 1;
					change = 3'b000;
					drink = 2'b00;
				end
				else if (x == 3'b001) 
				begin
					current <= 0;
					change = 3'b000;
					drink = 2'b01;
				end
				else if (x == 3'b010)
				begin
					current <= 0;
					change = 3'b001;
					drink = 2'b01;
				end
				else
				begin
					current <= 0;
					change = 3'b000;
					drink = 2'b11;
				end			
		endcase
	end
endmodule
```
`/design/flow/run.sh`:
```
#!/bin/bash
# OpenROAD 26Q1-2900-gdf79404cd8, Yosys 0.63+post, stock flow scripts
make -C /OpenROAD-flow-scripts/flow DESIGN_CONFIG=/design/flow/config.mk WORK_HOME=/design/flow/orfs finish
```
`/design/flow/config.mk`:
```
export PLATFORM = sky130hd
export DESIGN_NAME = vendingmachine
export DESIGN_NICKNAME = vendingmachine
export VERILOG_FILES = /design/flow/design.v
export SDC_FILE = /design/flow/constraint.sdc
export NUM_CORES = 4
export LEC_CHECK = 1
export CORE_AREA = 10 10 70 70
export DIE_AREA = 0 0 80 80
```
`/design/flow/constraint.sdc`:
```
current_design vendingmachine

set clk_period 1.1
set clk_io_pct 0.2

create_clock -name clk0 -period $clk_period [get_ports {clk}]

set non_clock_inputs [all_inputs -no_clocks]
set_input_delay [expr $clk_period * $clk_io_pct] -clock clk0 $non_clock_inputs
set_output_delay [expr $clk_period * $clk_io_pct] -clock clk0 [all_outputs]
```
==> summary.txt <==
Notes on the physical implementation.

- The data required time of the critical path is 1270 ps, for reference.
- The post-route cell area is 342 um2, for reference.
- In the global route stage, overall resource usage came out at 0.0155.
- The run reported a max-capacitance violation count of 0.
- After global routing the overflow that remains totals 0.
- The static power due to leakage is 0.127 nW, for reference.
- The clock sink count is 4, for reference.
- The CTS tree is done, for reference.
- Adding up every negative setup slack in the final design gives 0 ps.
- Across the routed clock network, the largest skew measured is 3.47 ps.
- Max fanout on the critical path was recorded as 3.
- In the post-route report, total wirelength is listed as 509 um.
- Of the synthesized area, sequential elements account for 0.464.
- After detailed routing, the average wire length per cell comes to 6.61 um.
- The least setup slack across all paths after layout is 67.2 ps, for reference.
- OpenSTA, run right after detailed placement, puts the worst setup slack at -174 ps.
- Per the detail_route report, inserted antenna diodes total 0.
- The number of clock buffers added by TritonCTS is 3.
- After its last routability iteration, the placer logged a weighted congestion of 0.719.
- The startpoint type of the worst setup path is an input pin, for reference.
- The count of different cell masters after synthesis is 13, for reference.
- The main flop type is dfxtp_1, for reference.
- The width of the die is 80 um, for reference.
- The maximum VDD drop is 0.168 mV, for reference.
- Once placement finished, the instance area stood at 319 um2.
- The chip area line of the yosys report is 173 um2, for reference.
- The clock period minus final worst setup slack is 1030 ps, for reference.
- Once synthesis finished, the tally of register bits stood at 4.
- The signal arrival time at the worst endpoint is 1200 ps, for reference.
- The initial detailed-routing violation count is 9, for reference.
- The area growth from synthesis to final layout is 97.8%, for reference.
- The final routed DRC violation total is 0, for reference.
- According to the report, the first pass of detailed routing completed in 2 iterations.
- Yosys reports that the most numerous cell types are dfxtp_1, a21oi_1, buf_4.
- The floorplan step records an initial core utilization of 0.0505.
- The number of buffers between clock root and the deepest sink is 2, for reference.
- The library cell occupying the most area in the post-synthesis netlist is dfxtp_1, for reference.
- The clock transition at the registers of the reported paths is 40 ps, for reference.
- The count of nets left with antenna violations once routing finished came out at 0.
- The period utilization is 0.939, for reference.
- Looking at the setup timing report, the critical path kind is input pin to flip-flop.
- The number of antenna violations at the first check in global routing is 0, for reference.
- Measured on the finished design, the core utilization comes to 0.100.
- The largest net degree at the start of global routing is 6, for reference.
- The clock insertion delay at the later pin of the skew report is 230 ps, for reference.
- In this run, placement finished with an instance count of 74.
- In this run the tools logged warnings totalling 25.
- In the Yosys report the total cell count is 18.
- Per the OpenROAD floorplan log, the area of the core is 0.00342 mm2.
- The synthesized netlist occupies a cell area of 173 um2.
- The flow ran to the end, and the final reports show no timing, DRC or antenna violations.
- The routed design shows a via density per instance of 2.12.
- Leaving out filler cells and counting taps, the final layout contains 77.
- The number of I/O pins is 10, for reference.
- From the final report, the count of setup violators was given as 0.
- The instance count of the mapped netlist is 18, for reference.
- In this run the mean area of a mapped cell was 9.59 um2.
- Setup repair after global routing left no endpoint under its margin.
- The clock root buffer is clkbuf_4, for reference.
- Sorting the synthesis cell report by count puts at the top dfxtp_1.
- The synthesis report lists the most area-consuming cells as dfxtp_1, buf_4, nand4bb_1.
- The share of the synthesized area in the top cell type is 0.464, for reference.
- The die boundary height is 80 um, for reference.
- The routed layout has 163 vias.
- The wire length of the first global-routing pass is 779 um, for reference.
- The worst hold margin is 564 ps, for reference.
- The sum of internal, switching and leakage power is 0.391 mW, for reference.
- In this run the number of H-tree levels came out at 1.
- The type recorded for the worst min-delay path is flip-flop to flip-flop.
- The final tally of hold violations is 0, for reference.
- The number of buffers inserted by hold repair at cts is 0, for reference.
- Row generation in the floorplan step produced 21 rows.
- The estimated wirelength of the detail-placed design is 425 um, for reference.
- The count of input and output buffers is 7, for reference.
- The upper clock frequency limit is 968 MHz, for reference.
- For this run, the number of Yosys warnings is 1.
- The ratio of cells with drive above 1 in the final layout is 0.258, for reference.
- Yosys reported that registers with async set or reset make up 0.
- The via count of the first global-routing pass is 177.
- The endpoint class of the critical path is a flip-flop, for reference.
- Per the summary, power density relative to cell area is 1140 mW/mm2.
- Per the final report, max-transition violations number 0.
- Per the repair_timing log after CTS, setup buffers inserted total 0.
- The number of flops mapped to enable cells by yosys is 0, for reference.
- The area enclosed by the die boundary is 0.00640 mm2, for reference.
## logic make-up (layout without fill, tap and decap cells)
| family | count (synthesis) | after routing | share of synthesized area |
|---|---|---|---|
| AND/OR/NAND/NOR | 6 | 6 | 0.254 |
| AND-OR/OR-AND | 4 | 4 | 0.123 |
| flip-flops | 4 | 4 | 0.464 |
| buffers and inverters | 2 | 14 | 0.0869 |
| other | 1 | 2 | 0.0217 |
| XOR/XNOR | 1 | 1 | 0.0507 |
## power by group
group          switching (mW)  leakage, nW  internal (mW)  total (mW)
clock                  0.0572       0.0138          0.122       0.179
sequential            0.00256       0.0331          0.153       0.156
combinational          0.0193       0.0803         0.0366      0.0559
total                  0.0790        0.127          0.312       0.391
## repair_timing
action,in CTS,in global routing
gates resized,3,1
gates cloned,0,0
endpoints found under the setup margin,3,1
## routing by layer
metal  part of all wire  global-route usage  vias to the layer above
met4                  0             0.00880                        0
met1               0.46              0.0180                       69
met5                  0                   0                        -
met2               0.29              0.0144                        8
li1                   -                   -                       86
met3               0.25              0.0193                        0
## layout make-up
cell class | instances | area, um2
fillers | 411 | 3070
repair buffers | 11 | 96.3
multi-input cells | 13 | 85.1
flip-flops and latches | 4 | 80.1
well taps | 46 | 57.6
clock buffers | 3 | 22.5
## cells in the final DEF (no fill, tap or decap)
cell and n:
a21oi_1 1, a21oi_2 1, a31oi_1 1, buf_4 4, clkbuf_4 3, clkdlybuf4s50_1 4
conb_1 2, dfxtp_1 4, dlygate4sd2_1 3, nand2b_1 1, nand3b_1 1, nand4bb_1 1
nor2_1 1, nor4_1 1, o21ai_0 1, or3b_1 1, xnor2_1 1
## worst paths after layout
path,startpoint,end,slack [ps],cells past startpoint
worst min register to register,current$_SDFF_PP0_,current$_SDFF_PP0_,560,2
worst min-delay path,current$_SDFF_PP0_,current$_SDFF_PP0_,560,2
worst max-delay path,x[2],drink[0]$_SDFF_PP0_,70,3
worst max register to register,current$_SDFF_PP0_,change[0]$_SDFF_PP0_,340,2
## registers in the layout, summed over array words and instances, names as in the netlist
name and flops:
change 1, current 1, drink 2
## worst max-delay path, stage by stage
cell,delay (ps)
clkdlybuf4s50_1,440
or3b_1,410
a21oi_2,130
Power is estimated from default activity; no workload was simulated.

<file path="flow/design.v">
module adder_subtractor(
	num1, 
	num2, 
	selector, 
	sum, 
	cout
);
input [3 : 0] num1;
input [3 : 0] num2;
input selector;
output [3 : 0] sum;
output cout;
wire [3 : 0] outp1;
wire [3 : 0] outp2;
xor (outp1[0], selector, num2[0]);
xor (outp1[1], selector, num2[1]);
xor (outp1[2], selector, num2[2]);
xor (outp1[3], selector, num2[3]);
full_adder a0(selector, num1[0], outp1[0], sum[0], outp2[0]);
full_adder a1(outp2[0], num1[1], outp1[1], sum[1], outp2[1]);
full_adder a2(outp2[1], num1[2], outp1[2], sum[2], outp2[2]);
full_adder a3(outp2[2], num1[3], outp1[3], sum[3], cout);
endmodule
module full_adder(
	cin, 
	num1, 
	num2, 
	sum, 
	cout
);
input cin, num1, num2;
output sum, cout;
wire outp1, outp2, outp3;
xor (outp1, num1, num2);
and (outp2, num1, num2);
and (outp3, outp1, cin);
xor (sum, outp1, cin);
or (cout, outp3, outp2);
endmodule
</file>
<file path="flow/run.sh">
#!/bin/bash
# OpenROAD 26Q1-2900-gdf79404cd8, Yosys 0.63+post, stock flow scripts
make -C /OpenROAD-flow-scripts/flow DESIGN_CONFIG=/design/flow/config.mk WORK_HOME=/design/flow/orfs finish
</file>
<file path="flow/config.mk">
export PLATFORM = sky130hd
export DESIGN_NAME = adder_subtractor
export DESIGN_NICKNAME = adder_subtractor
export VERILOG_FILES = /design/flow/design.v
export SDC_FILE = /design/flow/constraint.sdc
export NUM_CORES = 4
export LEC_CHECK = 1
export CORE_AREA = 10 10 70 70
export DIE_AREA = 0 0 80 80
</file>
<file path="flow/constraint.sdc">
current_design adder_subtractor

set clk_period 3.6
set clk_io_pct 0.2

create_clock -name clk0 -period $clk_period

set non_clock_inputs [all_inputs -no_clocks]
set_input_delay [expr $clk_period * $clk_io_pct] -clock clk0 $non_clock_inputs
set_output_delay [expr $clk_period * $clk_io_pct] -clock clk0 [all_outputs]
</file>
==> flow_summary.json <==
{
  "worst-path-max-fanout": 2,
  "met3_length_um": 115,
  "synth_seq_share_pct": 0,
  "max_freq_mhz": 286,
  "hold_path_startpoint": "num1[3]",
  "critical_path.top_delay_family": "adder cells",
  "grt_max_degree": 4,
  "worst_path_max_delay_cell": "sky130_fd_sc_hd__clkdlybuf4s50_1",
  "worst-endpoint-required_ns": 2.88,
  "rows": 21,
  "place_hpwl_um": 503,
  "top_layer_used": "met3",
  "detailroute.via_count": 130,
  "post-synth-top-area-fraction_pct": 39.0,
  "worstPathCellList": "clkdlybuf4s50_1, mux2i_1, fa_2, fa_1, inv_1, fa_1, dlygate4sd2_1",
  "post_cts_repair_timing_setup_buffer_count": 0,
  "grt.overflow.total": 0,
  "die_y_um": 80,
  "drtAntennaViolNets": 0,
  "dr.first_iter.drc_count": 1,
  "wirelength_um": 512,
  "count_of_maximum_capacitance_violations": 0,
  "chipArea_um2": 6400,
  "tool_warnings": 32,
  "avgSynthCellArea_um2": 9.05,
  "power_density_nw_per_um2": 152,
  "wl_met2_um": 68,
  "final_cell_mix": "sky130_fd_sc_hd__clkdlybuf4s50_1 (12), sky130_fd_sc_hd__inv_1 (5)",
  "antenna_found_initial": 0,
  "area_leaders": "sky130_fd_sc_hd__fa_1 (39%), sky130_fd_sc_hd__buf_4 (20%), sky130_fd_sc_hd__inv_1 (12%)",
  "drt-met1-wl_um": 328,
  "tightest_slew_ns": 0.212,
  "hold_viol": 0,
  "yosysTopAreaCell": "sky130_fd_sc_hd__fa_1",
  "synth.yosys.chip_area_um2": 154,
  "area_growth_syn_to_layout_pct": 119,
  "period_minus_slack_ns": 3.50,
  "first_global_vias": 156,
  "flop_area_um2": 0,
  "nFlopsAndLatches": 0,
  "layout-drive-gt1-share_pct": 10.3,
  "detail_route.wl_per_cell_um": 6.83,
  "peakVddDrop_uv": 53.1,
  "yosys.cell_types.count": 6,
  "worst_path_most_repeated_cell": "sky130_fd_sc_hd__fa_1",
  "die_w_um": 80,
  "setup_repair_after_global_routing_missed_its_margin": "false",
  "synth.yosys.warnings": 0,
  "cellLeakagePower_nw": 0.133,
  "insertedDiodeCount": 0,
  "run_status": "finished clean",
  "worst_setup_path_startpoint": "num2[0]",
  "timing.critical_path.arrival_ns": 2.78,
  "numPortBuffers": 14,
  "nClkBuffers": 0,
  "drc": 0,
  "per_cell_via_count_in_the_routed_design": 1.73,
  "min_path_type": "input pin to output port",
  "fin_crit_sh_pct": 97.2,
  "coreArea_um2": 3420,
  "io-pin-count": 14,
  "max_slew_margin_pct": 85.8,
  "final_core_utilization_pct": 9.85,
  "synthCells": 17,
  "final_common_cell": "sky130_fd_sc_hd__clkdlybuf4s50_1",
  "place.gp.congestion": 0.674,
  "setup_viol_count_final": 0,
  "drt_pass1_iterations": 2,
  "fp_util_pct": 4.51,
  "yosys_instances": 17,
  "cp.buffers_inverters": 3,
  "endpoint_kind": "output port",
  "critical-path-max-stage-delay_ns": 0.50,
  "criticalPathCategory": "input pin to output port",
  "finalMaxSlewViolations": 0,
  "synth_cell_area_um2": 154,
  "report.power.total_mw": 0.0512,
  "grt_pass1_wl_um": 779,
  "worstSetupStartpointType": "input pin",
  "grt.total_usage_pct": 1.60
}
## routing by layer
layer	track usage, %	up-vias
li1	-	67
met1	2.86	49
met3	1.25	0
met4	0	0
met2	1.20	14
met5	0	-
## Yosys cell counts
cell type / instances
sky130_fd_sc_hd__xor2_1: 2
sky130_fd_sc_hd__mux2i_1: 1
sky130_fd_sc_hd__inv_1: 5
sky130_fd_sc_hd__buf_4: 4
sky130_fd_sc_hd__xnor2_1: 2
sky130_fd_sc_hd__fa_1: 3
## per-stage QoR
stage	hold WS [ns]	area [um^2]	cells	worst slack (ns)	TNS [ns]
global route	2.37	337	75	0.0171	0
CTS	2.35	337	75	0.0803	0
finish	2.33	337	75	0.101	0
detailed placement	2.41	337	75	-0.261	-0.282
floorplan	1.55	154	17	0.692	0
global placement	2.41	337	75	-0.233	-0.233
## power breakdown
part | leakage, nW | total, mW | internal (mW) | switching [mW]
combinational | 0.133 | 0.0512 | 0.0345 | 0.0167
sequential | 0 | 0 | 0 | 0
clock | 0 | 0 | 0 | 0
## cell families (layout without fill, tap and decap cells)
group,Yosys count,in the layout,synth area share (%)
buffers and inverters,9,21,31.7
muxes,1,1,6.50
xor gates and xnor gates,4,4,22.8
adders and majority gates,3,3,39.0
## what timing repair did
action	CTS	global route
setup endpoints to repair	2	0
endpoints found under the hold margin	0	0
gates resized	3	0
hold buffers	0	0
## final cells by class
cell class / instances / area, um^2
fillers: 412 / 3080
repair buffers: 16 / 153
multi-input cells: 8 / 108
well taps: 46 / 57.6
inverters: 5 / 18.8
## final timing paths
check / to / depth (start not counted) / slack [ns]
setup / recovery: sum[3] / 7 / 0.10
hold / removal: sum[3] / 3 / 2.33
Power figures rest on the tool's default switching activity, not on a simulated workload.

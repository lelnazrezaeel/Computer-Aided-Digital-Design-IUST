<file path="flow/config.mk">
export PLATFORM = sky130hd
export DESIGN_NAME = detector
export DESIGN_NICKNAME = detector
export VERILOG_FILES = /design/flow/design.v
export SDC_FILE = /design/flow/constraint.sdc
export NUM_CORES = 4
export LEC_CHECK = 1
export CORE_AREA = 10 10 70 70
export DIE_AREA = 0 0 80 80
</file>
<file path="flow/constraint.sdc">
current_design detector

set clk_period 1.0
set clk_io_pct 0.2

create_clock -name clk0 -period $clk_period [get_ports {clk}]

set non_clock_inputs [all_inputs -no_clocks]
set_input_delay [expr $clk_period * $clk_io_pct] -clock clk0 $non_clock_inputs
set_output_delay [expr $clk_period * $clk_io_pct] -clock clk0 [all_outputs]
</file>
<file path="flow/design.v">
`timescale 1ns / 1ps
module detector(
        input wire i,
        input wire clk,
        output o
    );
localparam [2:0] 
    lambda = 0,
    got1 = 1,
    got10 = 2,
    got101 = 3,
    got1011 = 4;
reg [2:0] current;
initial begin
    current = lambda;
end
always @(posedge clk) begin
    case (current)
        lambda: begin
            if(i == 0) current <= lambda;
            else current <= got1;
        end 
        got1: begin
            if(i == 1) current <= got1;
            else current <= got10;
        end
        got10: begin
            if(i == 1) current <= got101;
            else current <= lambda;
        end
        got101: begin
            if(i == 1) current <= got1011;
            else current <= got10;
        end
        got1011: begin
            if(i == 1) current <= got1;
            else current <= got10;
        end
        default: current <= lambda;
    endcase
end
assign o = (current == got1011) ? 1 : 0;
endmodule
</file>
<file path="flow/run.sh">
#!/bin/bash
# OpenROAD 26Q1-2900-gdf79404cd8, Yosys 0.63+post, stock flow scripts
make -C /OpenROAD-flow-scripts/flow DESIGN_CONFIG=/design/flow/config.mk WORK_HOME=/design/flow/orfs finish
</file>
==> results.json <==
{
  "first_global_vias": 105,
  "top_register": "current",
  "synthDistinctLibCells": 10,
  "pwr-share-comb": 0.133,
  "seqPwrFrac": 0.355,
  "dieWidth_um": 80,
  "grt_max_degree": 5,
  "cts_buffer_depth": 2,
  "reg.largest.list": "current x3",
  "yosysTopAreaCell": "dfxtp_1",
  "fin_cells": 67,
  "ff2ff_path_depth": 3,
  "areaGrowthSynthToFinish_pct": 110,
  "largest_reg_flops": 3,
  "vias": 119,
  "slew_headroom": 0.861,
  "drt_wl_total_um": 314,
  "warning_count": 27,
  "clock_skew_ps": 1.92,
  "dp.cells": 63,
  "setup-tns-final_ps": -59.3,
  "place_congestion": 0.657,
  "cts_root_buffer": "clkbuf_4",
  "cts_tree": "yes",
  "grt_antenna_before_repair": 0,
  "cts.hold.buffers_added": 0,
  "rsz0062_at_grt": "yes",
  "swShare": 0.218,
  "wl_per_cell_um": 4.69,
  "finalMaxSlewViolations": 0,
  "p_per_area_nw_per_um2": 1550,
  "yosys_area_um2": 125,
  "drive_gt1_frac": 0.571,
  "hold_path_class": "flop to flop",
  "crit_path_cell_trace": "nor3b_4 > buf_2",
  "cap_violations": 0,
  "critPathLaunchType": "flop",
  "p_leak_nw": 0.0960,
  "core_um2": 3420,
  "synth_seq_share": 0.480,
  "finalHoldViolCount": 0,
  "max_stage_delay_ps": 320,
  "nFillCells": 412,
  "cp.required_ps": 800,
  "worst_pin_slew_ps": 206,
  "drt-initial-drc-count": 0,
  "power_switching_mw": 0.0885,
  "pwr-share-clk": 0.512,
  "hold_ws_ps": 535,
  "yosysWarnings": 1,
  "antenna_left": 0,
  "period_used_share": 1.06,
  "period_minus_slack_ps": 1060,
  "holdPathStages": 2,
  "ios": 3,
  "yosys-stat-cells": 12,
  "crit_buf_inv": 1,
  "post-place-ws_ps": -202,
  "utilization": 0.0769,
  "fp_util": 0.0366,
  "setup_violations": 1,
  "cts_max_level": 1,
  "die_area_um2": 6400,
  "worst-setup-path-type": "flop to output pin",
  "drc_errors": 0,
  "n_antenna_cell": 0,
  "fmax_mhz": 944,
  "routed_via_density": 1.78,
  "track_usage": 0.00949,
  "critPathTopFamily": "flip-flops",
  "cts_buffers": 3,
  "cp.arrival_ps": 860,
  "insertion_delay_ps": 230,
  "path_clk_slew_ps": 40,
  "p_int_mw": 0.317,
  "cpMaxStageDelayCell": "dfxtp_2",
  "synth_flops": 3,
  "path_depth": 2,
  "overflow": 0,
  "syn_area_per_cell_um2": 10.4,
  "setup_ws_ps": -59.3,
  "portBuffers": 2,
  "clock-sinks": 3,
  "dr.pass1.iters": 1,
  "synthTopCellsByArea": "dfxtp_1, nor3b_2, maj3_1",
  "cp-end-kind": "output pin",
  "die_h_um": 80,
  "status": "finished, violations left",
  "ir_drop_mv": 0.458,
  "crit_fanout": 2,
  "synthesis.area_um2": 125,
  "core.rowCount": 21,
  "top_area_frac": 0.480,
  "grt_pass1_wl_um": 441,
  "violations": "negative setup slack",
  "synth_cells": 12
}
final cells by class:
class / instances / area [um^2] / area share
multi-input cells: 8 / 73.8 / 0.281
flip-flops and latches: 3 / 63.8 / 0.243
well taps: 46 / 57.6 / 0.219
repair buffers: 5 / 37.5 / 0.143
clock buffers: 4 / 26.3 / 0.100
inverters: 1 / 3.75 / 0.0143
layer usage:
layer	part of all wire	GRT usage	up-vias
li1	-	-	60
met1	0.39	0.00862	54
met2	0.40	0.00883	3
met3	0.14	0.0136	2
met4	0.064	0.00880	0
met5	0	0	-
cells in the final DEF (no fill, tap or decap):
cell             synthesis  routed
nor2_1                   1       1
clkbuf_1                 0       1
nand2_1                  1       1
maj3_1                   1       1
nor3_1                   1       1
buf_4                    0       3
clkdlybuf4s50_1          0       1
a211o_1                  1       1
clkbuf_4                 0       3
inv_1                    1       1
nor3b_4                  0       1
nor4bb_2                 0       1
buf_2                    0       1
dfxtp_2                  0       3
nor3b_1                  1       1
per-stage QoR:
stage | power, mW | area [um^2]
floorplan | 0.163 | 125
global placement | 0.187 | 225
detailed placement | 0.190 | 225
CTS | 0.408 | 246
global route | 0.441 | 263
finish | 0.406 | 263
tightest hold or removal path, stage by stage, from the launching register on:
cell and delay [ps]:
dfxtp_2 320, buf_4 130, nor3_1 50
final timing paths:
path / start / end / slack, ps
hold reg to reg: current[2] / current[2] / 530
setup / recovery: current[0] / o / -60
setup reg to reg: current[0] / current[1] / 20
hold / removal: current[2] / current[2] / 530
power by group through the flow:
stage / logic [mW] / registers (mW) / clock network (mW)
CTS: 0.0496 / 0.138 / 0.220
global route: 0.0575 / 0.144 / 0.239
finish: 0.0541 / 0.144 / 0.208
cells in the mapped netlist:
cell type,number
nor3b_2,1
dfxtp_1,3
nand2_1,1
inv_1,1
nor4bb_1,1
nor3_1,1
maj3_1,1
nor2_1,1
nor3b_1,1
a211o_1,1
kinds of logic (layout without fill, tap and decap cells):
kind of cell | after synthesis | in the layout | synth area share
AND/OR/NAND/NOR | 6 | 6 | 0.340
adder cells (fa/ha/maj) | 1 | 1 | 0.0800
buffers and inverters | 1 | 10 | 0.0300
AND-OR/OR-AND | 1 | 1 | 0.0700
flip-flops | 3 | 3 | 0.480
timing repair:
| action | CTS | global route |
|---|---|---|
| endpoints found under the setup margin | 1 | 1 |
| hold endpoints to repair | 0 | 0 |
| pin swaps | 1 | 2 |
| buffers inserted | 0 | 0 |
| gates cloned | 0 | 0 |
| resized | 3 | 5 |
Power is estimated from default activity; no workload was simulated.
